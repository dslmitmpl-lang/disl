$ cat flow/config.mk
export PLATFORM = sky130hd
export DESIGN_NAME = dec4to16two
export DESIGN_NICKNAME = dec4to16two
export VERILOG_FILES = /design/flow/design.v
export SDC_FILE = /design/flow/constraint.sdc
export NUM_CORES = 4
export LEC_CHECK = 1
export CORE_AREA = 10 10 70 70
export DIE_AREA = 0 0 80 80
$ cat flow/constraint.sdc
current_design dec4to16two

set clk_period 1.3
set clk_io_pct 0.2

create_clock -name clk0 -period $clk_period

set non_clock_inputs [all_inputs -no_clocks]
set_input_delay [expr $clk_period * $clk_io_pct] -clock clk0 $non_clock_inputs
set_output_delay [expr $clk_period * $clk_io_pct] -clock clk0 [all_outputs]
$ cat flow/design.v
module dec2to4two(en, a, y);
  input en;
  input [1:0] a;
  output reg [3:0] y;
  always @ (en or a) 
  begin
    if (en) 
    begin
      case(a)
        2'b00: y = 4'b1110;   
        2'b01: y = 4'b1101;
        2'b10: y = 4'b1011;
        2'b11: y = 4'b0111;
      endcase
    end
    else 
      y = 4'b1111;       
  end
endmodule
module dec4to16two(en, w, y);
  input en;
  input [3:0] w;
  output [15:0] y;
  wire [3:0] en_out;   
  dec2to4two stage1(en, w[3:2], en_out);
  dec2to4two d0(en_out[0], w[1:0], y[3:0]);
  dec2to4two d1(en_out[1], w[1:0], y[7:4]);
  dec2to4two d2(en_out[2], w[1:0], y[11:8]);
  dec2to4two d3(en_out[3], w[1:0], y[15:12]);
endmodule
$ cat flow/run.sh
#!/bin/bash
# OpenROAD 26Q1-2900-gdf79404cd8, Yosys 0.63+post, stock flow scripts
make -C /OpenROAD-flow-scripts/flow DESIGN_CONFIG=/design/flow/config.mk WORK_HOME=/design/flow/orfs finish
==> results.yml <==
# generated from flow reports
final_timing:
  finalSetupViolations: 2
  fin_crit_ps: 1303
  worst_slew_pin_slew_ps: 148.9
  setup_ws_ps: -3.243
  finalHoldViolations: 0
  relSlewSlack_pct: 90.05
  tns_ps: -6.281
  holdWs_ps: 770.4
  rsz0062_at_grt: "yes"
  fmax_mhz: 767.3
  slew_violations: 0
  fin_crit_sh_pct: 100.2
setup_path:
  worst_ep_required_time_ps: 1040
  end_kind: "output port"
  path_class: "primary input to output port"
  cp_max_fo: 4
  arrival_ps: 1040
  path_cells: "buf_8, or3b_4, buf_6, nand2_2, buf_2"
  cp_slowest_cell: "or3b_4"
  startpoint_type: "primary input"
  cp_slowest_stage_delay_ps: 420
layout:
  fin_cells: 108
  design_area_um2: 556.8
  n_clock_buffer: 0
  layout-drive-gt1-share_pct: 66.13
  flop_area_um2: 0
  synthToLayoutAreaGrowth_pct: 373.4
  flops: 0
drt:
  dr.pass1.iters: 2
  via_per_inst: 2.926
  drt_iter0_markers: 6
  drt_wl_total_mm: 1.033
  drc: 0
  insertedDiodeCount: 0
  drtAntennaViolNets: 0
  wl_per_cell_um: 9.565
  vias: 316
flow_run:
  warnings: 34
  cap_violations: 0
power:
  p_sw_share_pct: 35.24
  p_switching_mw: 0.04914
  vdd_drop_max_v: 0.00003290
  power_leakage_nw: 0.2431
  combinationalPowerShare_pct: 100.0
  seqPwrFrac_pct: 0
  power.total_mw: 0.1394
  power_density_nw_per_um2: 250.4
  power.internal_mw: 0.09029
  p_clk_share_pct: 0
placement:
  placed_area_um2: 407.9
  place_congestion: 0.7204
  dp_hpwl_um: 735.7
  numPortBuffers: 21
  dp.cells: 93
worst_hold_path:
  hold_class: "primary input to output port"
  hold_depth: 3
floorplan:
  fp.dieW_um: 80
  fp_util_pct: 3.443
  die_h_um: 80
  row_count: 21
  fp.coreArea_um2: 3416
  die_area_um2: 6400
  ios: 21
synth:
  post-synth-top-count-cell: "nand2_1"
  yosys.area.top_type_share_pct: 38.30
  synth_cell_types: 7
  ys_seq_share_pct: 0
  ys_cells: 23
  syn_avg_cell_area_um2: 5.114
  largest_area_cell: "nand2_1"
  synth_area_um2: 117.6
  syn_inst: 23
  top_cells_by_count: "nand2_1, nand3_1, nand3b_1, nor2b_1"
  yosys-stat-area_um2: 117.6
  yosys_warnings: 1
  synthTopCellsByArea: "nand2_1, nand3_1, nand3b_1"
grt:
  grt_pass1_vias: 298
  grt_use_met3_pct: 0.5682
  grt_busiest_layer: "met2"
  use_met1_pct: 3.494
  track_usage_pct: 2.840
  grt_max_degree: 6
  grtUsageMet2_pct: 5.217
  grt_overflow: 0
  antenna_found_initial: 0
  grt_pass1_wl_mm: 1.490
outcome:
  outcome: "finished with violations"
  violations: "setup timing"
clock_network:
  ctsHoldBuffers: 0
## stage by stage
stage	setup slack (ps)	util (%)
2_1_floorplan	320.1	-
5_1_grt	-35.00	16.30
3_3_place_gp	-687.8	11.94
3_5_place_dp	-699.4	11.94
4_1_cts	-17.54	16.23
6_report	-3.243	16.30
## worst paths after layout
kind,startpoint,end
hold / removal,w[0],y[11]
setup / recovery,w[2],y[0]
## final cells by class
class	instances	area (µm²)
fill	388	2859
multi-input combinational	23	165.2
timing repair buffer	39	334.1
tap	46	57.56
## routing by layer
layer  up-vias  routed length, µm
met5         -                  0
met4         0                  0
met3         0                 80
met2        14                494
met1       144                458
li1        158                  -
## logic make-up (layout without fill, tap and decap cells)
| family | Yosys count | in the layout | synth area share, % |
|---|---|---|---|
| and+or+nand+nor | 23 | 23 | 99.99 |
| buffers and inverters | 0 | 39 | 0 |
## worst max-delay path, delay by kind of cell
| family | cells | cell delay (ps) |
|---|---|---|
| AND/OR/NAND/NOR | 2 | 460 |
| buffers and inverters | 3 | 320 |
## placed cells by master (no fill, tap or decap)
cell,Yosys,layout
clkdlybuf4s15_1,0,2
nand3_4,0,1
or3b_4,1,1
dlygate4sd2_1,0,6
buf_4,0,14
nand2_1,12,9
buf_6,0,7
buf_2,0,5
clkbuf_2,0,2
nor2b_4,0,2
nor2_2,0,1
nand3_2,1,3
nand2_2,0,3
dlymetal6s2s_1,0,1
nand3_1,4,1
nand3b_1,2,2
buf_8,0,2
## power groups by stage
stage     Combinational (mW)  Clock (mW)  Sequential (mW)
4_1_cts                0.139           0                0
5_1_grt                0.152           0                0
6_report               0.139           0                0
## what timing repair did
action	in CTS	in global routing
endpoints found under the hold margin	0	0
pin swaps	17	7
buffers inserted	15	1
gates resized	72	8
gates cloned	0	0
setup endpoints to repair	16	9
Power is estimated from default activity; no workload was simulated.
