==> design.v <==
module priority16to4(w, y, valid);
  input [15:0] w;       
  output reg [3:0] y;  
  output reg valid;     
  integer i;
  always @ (w)
  begin
    y = 4'b0000;        
    valid = 0;           
    for (i = 15; i >= 0; i = i - 1)
    begin
      if (w[i] == 1'b1)
      begin
        y = i[3:0];      
        valid = 1;       
      end
    end
  end
endmodule
==> run.sh <==
#!/bin/bash
# OpenROAD 26Q1-2900-gdf79404cd8, Yosys 0.63+post, stock flow scripts
make -C /OpenROAD-flow-scripts/flow DESIGN_CONFIG=/design/flow/config.mk WORK_HOME=/design/flow/orfs finish
==> config.mk <==
export PLATFORM = sky130hd
export DESIGN_NAME = priority16to4
export DESIGN_NICKNAME = priority16to4
export VERILOG_FILES = /design/flow/design.v
export SDC_FILE = /design/flow/constraint.sdc
export NUM_CORES = 4
export LEC_CHECK = 1
export CORE_AREA = 10 10 70 70
export DIE_AREA = 0 0 80 80
==> constraint.sdc <==
current_design priority16to4

set clk_period 2.0
set clk_io_pct 0.2

create_clock -name clk0 -period $clk_period

set non_clock_inputs [all_inputs -no_clocks]
set_input_delay [expr $clk_period * $clk_io_pct] -clock clk0 $non_clock_inputs
set_output_delay [expr $clk_period * $clk_io_pct] -clock clk0 [all_outputs]
==> run_results.csv <==
group,metric,value,unit
power,switchingPower,0.0000311,W
power,seq_power_share,0,
power,ir_drop,0.0000200,V
sta,fin_ws,0.0670,ns
sta,hold_viol,0,
sta,finalClockPeriodUsage,0.967,
synth,logic_family,"simple AND/OR/NAND/NOR gates",
drt,vias,349,
drt,drt-total-wl,1070,um
floorplanning,die_x,80,um
finish,logic_area,203,um^2
synth,ys_top_cells_by_count,"7 x nor2_1, 5 x nand2_1, 4 x a21oi_1",
global_route,grt_pass1_wl,1660,um
finish,drive_gt1_frac,0.369,
min_path,hp-class,"in2out",
synth,syn_inst,33,
synth,yosys_area,179,um^2
synth,aoi_share,0.315,
drt,n_antenna_cell,0,
global_route,antenna_found_initial,0,
finish,flop_area,0,um^2
synth,ys_sh_simple,0.622,
synth,ys_sh_mux,0,
drt,drc,0,
synth,yosys_warnings,1,
floorplanning,die_y,80,um
drt,via_per_inst,3.14,
setup_path,cp_max_fo,3,
power,pwr_density_cell,138,nW/um^2
synth,largest_area_cell,"nor2_1",
synth,top_cell_area_share,0.147,
power,comb_power_share,1.000,
sta,finalSetupTns,0,ns
clock_network,cts_hold_buf,0,
sta,relSlewSlack,0.809,
floorplanning,rows,21,
sta,worst_hold_slack,1.28,ns
job,drv_cap,0,
synth,ys_sh_adder,0,
finish,syn2layout_area_growth,197,%
floorplanning,die_area,6400,um^2
finish,fillers,397,
setup_path,critPathCaptureType,"output pin",
drt,wl_per_cell,9.64,um
sta,tightest_slew,0.284,ns
placement,post-place-ws,-0.358,ns
synth,top_cells_by_area,"nor2_1 15%, nor4_2 14%, a21oi_1 11%, nand2_1 10%, inv_1 6.3%",
synth,ys_types,16,
placement,dp_hpwl,914,um
drt,drt_iter0_drc,19,
synth,synth_area,179,um^2
run_status,status,"finished clean",
synth,top_cell,"nor2_1",
power,p_leak,0.237,nW
synth,synth-cells-yosys,33,
global_route,grt_usage,0.0321,
setup_path,critical_path_class,"in2out",
floorplanning,ios,21,
drt,first_pass_iters,4,
global_route,grt_max_degree,5,
sta,setup_viol,0,
sta,period_needed,1.93,ns
setup_path,required,1.60,ns
sta,fmax,0.517,GHz
setup_path,crit_path_start_kind,"input port",
global_route,gr-total-overflow,0,
global_route,grt_pass1_vias,354,
finish,flops,0,
floorplanning,core_area,3420,um^2
min_path,hold-path-cell-count,4,
power,switching_share,0.425,
placement,io_buffers,21,
job,warning_count,33,
drt,antenna_left,0,
placement,place_congestion,0.747,
finish,nClkBuffers,0,
power,p_clk_frac,0,
power,p_int,0.0000422,W
sta,slew_viol_final,0,
synth,avgSynthCellArea,5.42,um^2
floorplanning,fp_util,0.0524,
setup_path,worstPathArrival,1.53,ns
sta,rsz0062_at_grt,"true",
synth,yosysSeqAreaShare,0,
synth,xor_area_frac,0,
-- metrics by stage --
stage / instances / instance area, um^2 / total power (W) / utilization
2_1_floorplan: 33 / 179 / 0.0000164 / -
3_3_place_gp: 108 / 507 / 0.0000768 / 0.148
3_5_place_dp: 108 / 507 / 0.0000771 / 0.148
4_1_cts: 111 / 518 / 0.0000696 / 0.152
5_1_grt: 111 / 532 / 0.0000823 / 0.156
6_report: 111 / 532 / 0.0000733 / 0.156
-- repair_timing --
item | CTS | global route
setup buffers | 3 | 0
resized | 23 | 10
setup endpoints to repair | 5 | 4
pin swaps | 11 | 4
-- kinds of logic (layout without fill, tap and decap cells) --
logic type / count (synthesis) / count (layout)
compound gates: 9 / 9
simple gates: 21 / 21
buf+inv: 3 / 35
-- layer usage --
layer,share of wire,track usage,vias to the layer above
met3,0.10,0.0102,0
met1,0.41,0.0389,150
met5,0,0,-
li1,-,-,187
met2,0.48,0.0570,12
met4,0,0,0
-- final timing paths --
check / slack [ns] / end / start
hold / removal: 1.28 / y[1] / w[10]
setup / recovery: 0.07 / y[2] / w[4]
-- power by group through the flow --
stage	clock network, W	logic [W]	registers [W]
4_1_cts	0	0.0000696	0
6_report	0	0.0000733	0
5_1_grt	0	0.0000823	0
-- cell usage in the layout, fill, tap and decap left out, types with 2 or more instances in the layout --
master / instances
dlygate4sd2_1: 12
a21oi_1: 3
buf_4: 11
nor3_1: 2
inv_1: 3
nand2_1: 5
nor2_1: 6
clkdlybuf4s50_1: 4
clkbuf_2: 3
-- cell type report --
class	instances	area share
repair buffers	32	0.489
multi-input cells	30	0.381
well taps	46	0.108
inverters	3	0.0212
-- worst max-delay path, stage by stage --
cell,delay (ns)
dlygate4sd2_1,0.28
nor4_2,0.32
buf_4,0.15
buf_4,0.10
a21oi_2,0.05
dlygate4sd2_1,0.24
Power and IR drop assume default switching activity.
