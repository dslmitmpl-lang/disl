File: ./constraint.sdc
current_design dec4to16

set clk_period 1.5
set clk_io_pct 0.2

create_clock -name clk0 -period $clk_period

set non_clock_inputs [all_inputs -no_clocks]
set_input_delay [expr $clk_period * $clk_io_pct] -clock clk0 $non_clock_inputs
set_output_delay [expr $clk_period * $clk_io_pct] -clock clk0 [all_outputs]
File: ./config.mk
export PLATFORM = sky130hd
export DESIGN_NAME = dec4to16
export DESIGN_NICKNAME = dec4to16
export VERILOG_FILES = /design/flow/design.v
export SDC_FILE = /design/flow/constraint.sdc
export NUM_CORES = 4
export LEC_CHECK = 1
export CORE_AREA = 10 10 70 70
export DIE_AREA = 0 0 80 80
File: ./design.v
module dec3to8two(w,en,y);
	input[2:0]w;
	input en;
	output reg [7:0]y;
	integer k;
	always @(en or w)
	begin
		for(k=0;k<=7;k=k+1)
			if((w==k)&&(en==1))
				y[k]=1;
			else
				y[k]=0;
	end
endmodule
module dec4to16(w, en, y);
  input [3:0] w;         
  input en;              
  output [15:0] y;       
  wire [7:0] y_low, y_high;
  dec3to8two d0(w[2:0], en & ~w[3], y_low);
  dec3to8two d1(w[2:0], en & w[3], y_high);
  assign y = {y_high, y_low};
endmodule
File: ./run.sh
#!/bin/bash
# OpenROAD 26Q1-2900-gdf79404cd8, Yosys 0.63+post, stock flow scripts
make -C /OpenROAD-flow-scripts/flow DESIGN_CONFIG=/design/flow/config.mk WORK_HOME=/design/flow/orfs finish
==> flow_summary_export.csv <==
group,metric,value,unit
run_status,status,"complete, but fails checks",
critical_path,worst_path_max_delay_cell,"or3b_4",
place,preCtsSetupSlack,-0.626,ns
hold_path,min_path_type,"in -> out",
timing,relSlewSlack,0.886,
hold_path,holdPathStages,3,
route,dr.pass1.iters,2,
power,p_leak,0.285,nW
final_layout,layout_top_cell,"buf_4",
critical_path,crit_chain,"buf_8, or3b_4, buf_6, nor3_4, buf_2",
critical_path,cp_slowest_stage_delay,0.42,ns
power,peakVddDrop,0.0253,mV
yosys,ys_cells,23,
flow_run,timing.max_cap.violations,0,
floorplan,fp-utilization,0.0344,
floorplan,rows,21,
timing,rsz0062_at_grt,"true",
final_layout,ff_count,0,
run_status,violations,"setup timing",
timing,worstMarginPinSlew,0.171,ns
power,powerDensity,164,nW/um^2
yosys,avgSynthCellArea,5.11,um^2
yosys,yosys_area,118,um^2
route,ant_nets,0,
place,io_buffers,21,
timing,post-route-min-period,1.51,ns
floorplan,die_x,80,um
critical_path,crit_family,"simple AND/OR/NAND/NOR gates",
global_route,grt_pass1_vias,269,
timing,whs,0.910,ns
global_route,gr-total-overflow,0,
yosys,synth_cell_types,8,
critical_path,critPathKind,"in -> out",
place,placed_area,393,um^2
final_layout,layout-drive-gt1-share,0.643,
critical_path,cp-start-kind,"input port",
floorplan,fp.coreArea,3420,um^2
timing,finalClockPeriodUsage,1.01,
timing,setup_viol,1,
yosys,synth_warnings,1,
route,vias,295,
floorplan,dieHeight,80,um
timing,fmax,0.662,GHz
power,power,85.3,uW
place,place_hpwl,775,um
global_route,grt_max_degree,8,
timing,final_max_slew_viol_count,0,
critical_path,arrival,1.21,ns
final_layout,logic_area,181,um^2
yosys,syn_inst,23,
timing,hold_viol_final,0,
critical_path,cp_data_required_time,1.20,ns
final_layout,clkbuf_count,0,
flow_run,warning_count,34,
route,detail_route.wl_per_cell,10.2,um
route,drt_iter0_drc,16,
floorplan,io_pins,21,
final_layout,regArea,0,um^2
floorplan,dieArea,6400,um^2
cts,postCtsHoldBufs,0,
route,totalWireLength,1040,um
critical_path,cp_max_fo,3,
yosys,postSynthSeqShare,0,
timing,setup_ws,-0.0114,ns
place,gp_congestion,0.750,
route,drc,0,
yosys,syn_area,118,um^2
final_layout,fillers,393,
critical_path,cp.depth,5,
final_layout,final_cell_mix,"buf_4, nor2_1, dlygate4sd2_1, buf_2, buf_6",
final_layout,area_delta_synth_final,343,%
final_layout,final_area,520,um^2
critical_path,endpoint_kind,"primary output",
route,diodes,0,
critical_path,critPathBufInv,3,
route,avgViaCountPerCell,2.89,
global_route,antenna_found_initial,0,
global_route,grt_first_pass_wirelength,1460,um
global_route,grtUsageTotal,0.0284,
power by group:
group	switching, mW	internal [mW]
logic	0.0367	0.0485
clock network	0	0
registers	0	0
path summary, 6_finish.rpt:
path,from,end,slack (ns)
max,w[3],y[0],-0.01
min,w[1],y[0],0.91
through the flow:
| stage | cells | setup TNS, ns | util |
|---|---|---|---|
| 2_1_floorplan | 23 | 0 | - |
| 3_3_place_gp | 91 | -8.08 | 0.115 |
| 3_5_place_dp | 91 | -8.18 | 0.115 |
| 4_1_cts | 98 | -0.00768 | 0.139 |
| 5_1_grt | 102 | -0.0702 | 0.152 |
| 6_report | 102 | -0.0114 | 0.152 |
cell families after synthesis:
group | Yosys count | synth area share
and+or+nand+nor | 23 | 1.00
synth_stat cells:
master / n / area (um^2)
nand2_1: 1 / 3.75
nand2b_1: 2 / 12.5
nand3_1: 1 / 5.00
nand3b_1: 2 / 15.0
nor2_1: 12 / 45.0
nor3_1: 3 / 15.0
nor3_2: 1 / 10.0
or3b_4: 1 / 11.3
repair_timing:
item                       CTS  global route
setup buffers                7             4
gates cloned                 0             0
resized                     63            11
setup endpoints to repair   16             8
pin swaps                   14             4
hold endpoints to repair     0             0
metal layers:
layer | wire length [um] | up-vias | GRT usage
li1 | - | 149 | -
met1 | 431 | 134 | 0.0303
met2 | 527 | 12 | 0.0554
met3 | 84 | 0 | 0.00909
met4 | 0 | 0 | 0
met5 | 0 | - | 0
tightest hold or removal path: stages:
cell    delay [ns]
buf_4         0.15
nor3_4        0.05
buf_2         0.10
area by class of cell:
type	count	area share
Timing Repair Buffer	33	0.541
Multi-Input combinational cell	23	0.349
Tap cell	46	0.111
Power figures rest on the tool's default switching activity, not on a simulated workload.
